### ./design.v
module float_copro # (parameter cycle_add = 2, cycle_mul = 1, cycle_div = 10)  
   (
    input logic clk,
    input logic copro_valid,
    input logic copro_accept,
    input logic [10:0] copro_opcode,
    input logic [31:0] copro_op0,
    input logic [31:0] copro_op1,
    output logic copro_complete, 
    output logic[31:0] copro_result
    );
   logic [31:0]               op0;
   logic [31:0] 	      op1;
   logic [31:0] 	      resultat;
   enum 		      logic	      {INIT,BUSY} state, n_state;
   logic [4:0] 		      counter;
   logic [10:0] 	      opcode;
   float_copro_dp datapath(opcode,op0,op1,resultat);
   assign opcode = copro_opcode;
   assign op0 = copro_op0;
   assign op1 = copro_op1;
   assign copro_result=resultat;
   always_comb  
     begin
	n_state <= state ;
	case (state)
	  INIT : if(copro_valid == 1)
	    n_state <= BUSY;
	  BUSY : if (copro_accept == 1)
	    n_state <= INIT;
	endcase
     end  
   always_comb
     begin
	copro_complete <= 0;
	if (state == BUSY)
	  case(copro_opcode)
	    11'd0 :
	      if (counter >= cycle_add)
		copro_complete <= 1;
	    11'd1 :
	      if (counter >= cycle_add)
		copro_complete <= 1;
	    11'd2 :
	      if (counter >= cycle_mul)
		copro_complete <= 1;
	    11'd3 :
	      if (counter >= cycle_div)
		copro_complete <= 1;
	  endcase	
     end
   always_ff@(posedge clk)
     begin
	if (~copro_valid)
	  state <= INIT;
	else
	  begin
	     state <= n_state;
	     if (state == BUSY)
	       counter <= counter + 1;
	     else
	       counter <= 0;
	  end
     end
endmodule
module float_copro_dp(opcode, op0, op1, result);
   input  logic[10:0]        opcode;
   input  logic[31:0]        op0;
   input  logic[31:0]        op1;
   output logic[31:0]        result;
   always_comb
     begin
        result <= '0;
        case (opcode)
          11'd0:
            result <= op0 + op1;
          11'd1:
            result <= op0 - op1;
          11'd2:
            result <= op0 * op1;
        endcase
     end
endmodule
### ./run.sh
#!/bin/bash
# OpenROAD 26Q1-2900-gdf79404cd8, Yosys 0.63+post, stock flow scripts
make -C /OpenROAD-flow-scripts/flow DESIGN_CONFIG=/design/flow/config.mk WORK_HOME=/design/flow/orfs finish
### ./config.mk
export PLATFORM = sky130hd
export DESIGN_NAME = float_copro
export DESIGN_NICKNAME = float_copro
export VERILOG_FILES = /design/flow/design.v
export SDC_FILE = /design/flow/constraint.sdc
export NUM_CORES = 4
export LEC_CHECK = 1
export CORE_UTILIZATION = 40
### ./constraint.sdc
current_design float_copro

set clk_period 19.4
set clk_io_pct 0.2

create_clock -name clk0 -period $clk_period [get_ports {clk}]

set non_clock_inputs [all_inputs -no_clocks]
set_input_delay [expr $clk_period * $clk_io_pct] -clock clk0 $non_clock_inputs
set_output_delay [expr $clk_period * $clk_io_pct] -clock clk0 [all_outputs]
==> impl_metrics.env <==
# yosys + openroad results
export IMPL_rows=78
export IMPL_ys_warn_count=2
export IMPL_yosys_cells=2137
export IMPL_grt_pass1_vias=15800
export IMPL_post_cts_resized=0
export IMPL_cts_tree="yes"
export IMPL_io_pins=111
export IMPL_core_area_um2=45600
export IMPL_worstPathArrival_ns=12.17
export IMPL_yosysSeqAreaShare=0.00917
export IMPL_n_fill_cell=4292
export IMPL_slew_headroom=0.406
export IMPL_area_growth_pct=9.74
export IMPL_cp_start_kind="primary input"
export IMPL_cts_setup_buffers=0
export IMPL_synth_edff_count=5
export IMPL_place_detailed_hpwl_um=40100
export IMPL_synthArstFlopShare=0
export IMPL_rsz0062_at_grt="no"
export IMPL_drc=0
export IMPL_die_h_um=217
export IMPL_die_area_um2=47200
export IMPL_grt_use_total=0.253
export IMPL_worst_pin_slew_ns=0.888
export IMPL_setup_viol=0
export IMPL_max_freq_mhz=62.3
export IMPL_finalWorstSetupSlack_ns=3.35
export IMPL_hold_violations=0
export IMPL_ys_area_um2=18600
export IMPL_flop_area_um2=170
export IMPL_skew_ns=0.00190
export IMPL_finish_utilization=0.447
export IMPL_clk_latency_ns=0.23
export IMPL_clockRootBuffer="clkbuf_16"
export IMPL_num_vias=14300
export IMPL_dr_first_iter_drc_count=675
export IMPL_critPathMaxFanout=18
export IMPL_maxSlewViolCount=0
export IMPL_drive_gt1_frac=0.0294
export IMPL_critPathCaptureType="output pin"
export IMPL_syn_area_um2=18600
export IMPL_cts_hold_fix_buffers=0
export IMPL_grt_remaining_overflow=0
export IMPL_place_ws_ns=3.44
export IMPL_antenna_found_initial=4
export IMPL_ys_flops=6
export IMPL_grt_max_degree=36
export IMPL_viasPerCell=5.14
export IMPL_ys_flop_type="edfxtp_1"
export IMPL_fin_cells=2782
export IMPL_ys_types=70
export IMPL_portBuffers=110
export IMPL_comb_area_um2=16400
export IMPL_routed_wirelength_um=52800
export IMPL_initCoreUtil=0.407
export IMPL_slowest_delay_ns=0.88
export IMPL_required_ns=15.52
export IMPL_path_clk_slew_ns=0.03
export IMPL_syn_inst=2137
export IMPL_critical_path_class="in2out"
export IMPL_grt_pass1_wl_um=87000
export IMPL_tns_ns=0
export IMPL_cpMaxStageDelayCell="clkdlybuf4s50_1"
export IMPL_critPathLaunch="copro_op0[15]"
export IMPL_hold_path_class="reg2reg"
export IMPL_fin_crit_sh=0.827
export IMPL_final_antenna_net_count=0
export IMPL_rr_startpoint="counter[0]"
export IMPL_crit_top_cell="fa_1"
export IMPL_htreeDepth=1
export IMPL_syn_avg_cell_area_um2=8.68
export IMPL_clock_path_buffers=2
export IMPL_status="finished clean"
export IMPL_die_x_um=217
export IMPL_dr_pass1_iters=5
export IMPL_finalCriticalPeriod_ns=16.05
export IMPL_numCtsBuffers=3
export IMPL_min_from="state"
export IMPL_cts_sinks=6
export IMPL_tool_warnings=28
export IMPL_max_cap_violations=0
export IMPL_placedCellCount=2776
export IMPL_gp_congestion=0.930
export IMPL_avgRoutedWirePerCell_um=19.0
==> flip-flops by register name, indices dropped and copies added, names as in the netlist <==
register,count
counter,5
state,1
==> per-stage QoR <==
| stage | cell area (um2) | hold WS (ns) |
|---|---|---|
| 2_1_floorplan | 18600 | 0.480 |
| 3_3_place_gp | 20300 | 0.531 |
| 3_5_place_dp | 20300 | 0.528 |
| 4_1_cts | 20400 | 0.536 |
| 5_1_grt | 20400 | 0.575 |
| 6_report | 20400 | 0.530 |
==> routing by layer <==
metal | global-route usage | wire length (um) | vias to the layer above
li1 | - | - | 6552
met1 | 0.369 | 22600 | 7034
met2 | 0.372 | 23200 | 636
met3 | 0.104 | 5850 | 67
met4 | 0.0439 | 1120 | 4
met5 | 0 | 21 | -
==> layout by cell type (no fill, tap or decap), types with 6 or more instances in the layout <==
cell	count
xnor2_1	93
nor2b_1	7
a21oi_1	55
o21ai_0	38
o22ai_1	20
fa_1	409
nand2b_1	12
a21o_1	22
nand3_1	16
o31ai_1	11
or3_1	6
clkdlybuf4s50_1	110
and2_1	314
a31oi_1	8
o21bai_1	7
a211oi_1	7
xor2_1	50
nor3_1	22
inv_1	399
nand2_1	251
buf_4	41
ha_1	159
nor2_1	40
==> kinds of logic after synthesis <==
group	Yosys count	synth area share
and+or+nand+nor	704	0.199
xor gates and xnor gates	143	0.0675
muxes	2	0.00108
AOI/OAI and AO/OA	203	0.0702
DFF	6	0.00917
adders and majority gates	568	0.549
buffers and inverters	511	0.104
==> path summary, 6_finish.rpt <==
check	to	slack [ns]	cells after the start
worst max-delay path	copro_result[31]	3.35	25
worst max register to register	counter[4]	18.08	4
worst min-delay path	state	0.53	1
worst min register to register	state	0.53	1
==> Yosys cell counts (2+ instances only) <==
library cell / instances / area share
xnor2_1: 93 / 0.044
or2_2: 4 / 0.0013
a31oi_1: 8 / 0.0027
a21boi_0: 2 / 0.00081
buf_2: 6 / 0.0016
o31ai_1: 11 / 0.0045
a2111oi_0: 2 / 0.00094
nand3_1: 16 / 0.0043
and2_1: 314 / 0.11
nor2b_1: 7 / 0.0024
nor2_1: 40 / 0.0081
xor2_1: 50 / 0.024
or4_1: 4 / 0.0016
o21ai_1: 2 / 0.00054
o22ai_1: 20 / 0.0067
o21bai_1: 7 / 0.0028
a21o_1: 22 / 0.0089
or3_1: 6 / 0.0020
nand2_1: 251 / 0.051
nor3b_1: 2 / 0.00081
o21a_1: 4 / 0.0016
nand4_1: 3 / 0.0010
nor4_1: 3 / 0.0010
nand3b_1: 2 / 0.00081
o32ai_1: 2 / 0.00094
ha_1: 159 / 0.11
a22o_1: 3 / 0.0014
a21oi_1: 55 / 0.015
mux2i_1: 2 / 0.0011
edfxtp_1: 5 / 0.0081
clkbuf_1: 99 / 0.020
buf_1: 5 / 0.0010
and3_1: 5 / 0.0017
fa_1: 409 / 0.44
o211ai_1: 5 / 0.0020
nor3_1: 22 / 0.0059
nand2b_1: 12 / 0.0040
o2111ai_1: 2 / 0.00094
a211oi_1: 7 / 0.0028
inv_1: 399 / 0.081
o21ai_0: 38 / 0.010
==> area by class of cell <==
class / count / share of cell area
diodes: 2 / 0.000246
clock buffers: 4 / 0.00387
inverters: 399 / 0.0736
multi-input cells: 1620 / 0.808
flip-flops and latches: 6 / 0.00836
well taps: 600 / 0.0369
repair buffers: 151 / 0.0692
==> worst max-delay path: cells and delay by family <==
| family | cells | cell delay, ns |
|---|---|---|
| compound gates | 7 | 1.49 |
| buf+inv | 6 | 1.64 |
| simple gates | 3 | 0.84 |
| fa+ha+maj | 9 | 4.31 |
